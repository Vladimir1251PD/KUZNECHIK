`flow/config.mk`:
```
export PLATFORM = sky130hd
export DESIGN_NAME = table_convertion_2
export DESIGN_NICKNAME = table_convertion_2
export VERILOG_FILES = /design/flow/design.v
export SDC_FILE = /design/flow/constraint.sdc
export NUM_CORES = 4
export LEC_CHECK = 1
export CORE_UTILIZATION = 40
```
`flow/constraint.sdc`:
```
current_design table_convertion_2

set clk_period 3.1
set clk_io_pct 0.2

create_clock -name clk0 -period $clk_period

set non_clock_inputs [all_inputs -no_clocks]
set_input_delay [expr $clk_period * $clk_io_pct] -clock clk0 $non_clock_inputs
set_output_delay [expr $clk_period * $clk_io_pct] -clock clk0 [all_outputs]
```
`flow/design.v`:
```
`timescale 1ns / 1ps
module table_convertion_2(
	input [7:0] input_bytes,
	output [7:0] output_bytes
);
	reg [7:0] array [0:255];
	initial
	begin
		array[0] = 8'd252;
		array[1] = 8'd238;
		array[2] = 8'd221;
		array[3] = 8'd17;
		array[4] = 8'd207;
		array[5] = 8'd110;
		array[6] = 8'd49;
		array[7] = 8'd22;
		array[8] = 8'd251;
		array[9] = 8'd196;
		array[10] = 8'd250;
		array[11] = 8'd213;
		array[12] = 8'd35;
		array[13] = 8'd197;
		array[14] = 8'd4;
		array[15] = 8'd77;
		array[16] = 8'd233;
		array[17] = 8'd119;
		array[18] = 8'd240;
		array[19] = 8'd219;
		array[20] = 8'd147;
		array[21] = 8'd46;
		array[22] = 8'd153;
		array[23] = 8'd186;
		array[24] = 8'd23;
		array[25] = 8'd54;
		array[26] = 8'd241;
		array[27] = 8'd187;
		array[28] = 8'd20;
		array[29] = 8'd205;
		array[30] = 8'd95;
		array[31] = 8'd193;
		array[32] = 8'd249;
		array[33] = 8'd24;
		array[34] = 8'd101;
		array[35] = 8'd90;
		array[36] = 8'd226;
		array[37] = 8'd92;
		array[38] = 8'd239;
		array[39] = 8'd33;
		array[40] = 8'd129;
		array[41] = 8'd28;
		array[42] = 8'd60;
		array[43] = 8'd66;
		array[44] = 8'd139;
		array[45] = 8'd1;
		array[46] = 8'd142;
		array[47] = 8'd79;
		array[48] = 8'd5;
		array[49] = 8'd132;
		array[50] = 8'd2;
		array[51] = 8'd174;
		array[52] = 8'd227;
		array[53] = 8'd106;
		array[54] = 8'd143;
		array[55] = 8'd160;
		array[56] = 8'd6;
		array[57] = 8'd11;
		array[58] = 8'd237;
		array[59] = 8'd152;
		array[60] = 8'd127;
		array[61] = 8'd212;
		array[62] = 8'd211;
		array[63] = 8'd31;
		array[64] = 8'd235;
		array[65] = 8'd52;
		array[66] = 8'd44;
		array[67] = 8'd81;
		array[68] = 8'd234;
		array[69] = 8'd200;
		array[70] = 8'd72;
		array[71] = 8'd171;
		array[72] = 8'd242;
		array[73] = 8'd42;
		array[74] = 8'd104;
		array[75] = 8'd162;
		array[76] = 8'd253;
		array[77] = 8'd58;
		array[78] = 8'd206;
		array[79] = 8'd204;
		array[80] = 8'd181;
		array[81] = 8'd112;
		array[82] = 8'd14;
		array[83] = 8'd86;
		array[84] = 8'd8;
		array[85] = 8'd12;
		array[86] = 8'd118;
		array[87] = 8'd18;
		array[88] = 8'd191;
		array[89] = 8'd114;
		array[90] = 8'd19;
		array[91] = 8'd71;
		array[92] = 8'd156;
		array[93] = 8'd183;
		array[94] = 8'd93;
		array[95] = 8'd135;
		array[96] = 8'd21;
		array[97] = 8'd161;
		array[98] = 8'd150;
		array[99] = 8'd41;
		array[100] = 8'd16;
		array[101] = 8'd123;
		array[102] = 8'd154;
		array[103] = 8'd199;
		array[104] = 8'd243;
		array[105] = 8'd145;
		array[106] = 8'd120;
		array[107] = 8'd111;
		array[108] = 8'd157;
		array[109] = 8'd158;
		array[110] = 8'd178;
		array[111] = 8'd177;
		array[112] = 8'd50;
		array[113] = 8'd117;
		array[114] = 8'd25;
		array[115] = 8'd61;
		array[116] = 8'd255;
		array[117] = 8'd53;
		array[118] = 8'd138;
		array[119] = 8'd126;
		array[120] = 8'd109;
		array[121] = 8'd84;
		array[122] = 8'd198;
		array[123] = 8'd128;
		array[124] = 8'd195;
		array[125] = 8'd189;
		array[126] = 8'd13;
		array[127] = 8'd87;
		array[128] = 8'd223;
		array[129] = 8'd245;
		array[130] = 8'd36;
		array[131] = 8'd169;
		array[132] = 8'd62;
		array[133] = 8'd168;
		array[134] = 8'd67;
		array[135] = 8'd201;
		array[136] = 8'd215;
		array[137] = 8'd121;
		array[138] = 8'd214;
		array[139] = 8'd246;
		array[140] = 8'd124;
		array[141] = 8'd34;
		array[142] = 8'd185;
		array[143] = 8'd3;
		array[144] = 8'd224;
		array[145] = 8'd15;
		array[146] = 8'd236;
		array[147] = 8'd222;
		array[148] = 8'd122;
		array[149] = 8'd148;
		array[150] = 8'd176;
		array[151] = 8'd188;
		array[152] = 8'd220;
		array[153] = 8'd232;
		array[154] = 8'd40;
		array[155] = 8'd80;
		array[156] = 8'd78;
		array[157] = 8'd51;
		array[158] = 8'd10;
		array[159] = 8'd74;
		array[160] = 8'd167;
		array[161] = 8'd151;
		array[162] = 8'd96;
		array[163] = 8'd115;
		array[164] = 8'd30;
		array[165] = 8'd0;
		array[166] = 8'd98;
		array[167] = 8'd68;
		array[168] = 8'd26;
		array[169] = 8'd184;
		array[170] = 8'd56;
		array[171] = 8'd130;
		array[172] = 8'd100;
		array[173] = 8'd159;
		array[174] = 8'd38;
		array[175] = 8'd65;
		array[176] = 8'd173;
		array[177] = 8'd69;
		array[178] = 8'd70;
		array[179] = 8'd146;
		array[180] = 8'd39;
		array[181] = 8'd94;
		array[182] = 8'd85;
		array[183] = 8'd47;
		array[184] = 8'd140;
		array[185] = 8'd163;
		array[186] = 8'd165;
		array[187] = 8'd125;
		array[188] = 8'd105;
		array[189] = 8'd213;
		array[190] = 8'd149;
		array[191] = 8'd59;
		array[192] = 8'd7;
		array[193] = 8'd88;
		array[194] = 8'd179;
		array[195] = 8'd64;
		array[196] = 8'd134;
		array[197] = 8'd172;
		array[198] = 8'd29;
		array[199] = 8'd247;
		array[200] = 8'd48;
		array[201] = 8'd55;
		array[202] = 8'd107;
		array[203] = 8'd228;
		array[204] = 8'd136;
		array[205] = 8'd217;
		array[206] = 8'd231;
		array[207] = 8'd137;
		array[208] = 8'd225;
		array[209] = 8'd27;
		array[210] = 8'd131;
		array[211] = 8'd73;
		array[212] = 8'd76;
		array[213] = 8'd63;
		array[214] = 8'd248;
		array[215] = 8'd254;
		array[216] = 8'd141;
		array[217] = 8'd83;
		array[218] = 8'd170;
		array[219] = 8'd144;
		array[220] = 8'd202;
		array[221] = 8'd216;
		array[222] = 8'd133;
		array[223] = 8'd97;
		array[224] = 8'd32;
		array[225] = 8'd113;
		array[226] = 8'd103;
		array[227] = 8'd164;
		array[228] = 8'd45;
		array[229] = 8'd43;
		array[230] = 8'd9;
		array[231] = 8'd91;
		array[232] = 8'd203;
		array[233] = 8'd155;
		array[234] = 8'd37;
		array[235] = 8'd208;
		array[236] = 8'd190;
		array[237] = 8'd229;
		array[238] = 8'd108;
		array[239] = 8'd82;
		array[240] = 8'd89;
		array[241] = 8'd166;
		array[242] = 8'd116;
		array[243] = 8'd210;
		array[244] = 8'd230;
		array[245] = 8'd244;
		array[246] = 8'd180;
		array[247] = 8'd192;
		array[248] = 8'd209;
		array[249] = 8'd102;
		array[250] = 8'd175;
		array[251] = 8'd194;
		array[252] = 8'd57;
		array[253] = 8'd75;
		array[254] = 8'd99;
		array[255] = 8'd182;
	end
	assign output_bytes = array[input_bytes];
endmodule
```
`flow/run.sh`:
```
#!/bin/bash
# OpenROAD 26Q1-2900-gdf79404cd8, Yosys 0.63+post, stock flow scripts
make -C /OpenROAD-flow-scripts/flow DESIGN_CONFIG=/design/flow/config.mk WORK_HOME=/design/flow/orfs finish
```
==> job_summary.md <==
## PnR job results

| Metric | Value |
|---|---|
| FP Util | `0.423` |
| Yosys Chip Area | `0.00354 mm^2` |
| First-pass GRT wire length | `31900 um` |
| Crit-path max FO | `8` |
| DP HPWL | `14900 um` |
| Worst-Margin Slew | `0.490 ns` |
| Post-DP Area | `0.00500 mm^2` |
| Max Used Layer | `met4` |
| Post-route setup TNS | `-0.0283 ns` |
| Cell depth of the worst hold path | `6` |
| Post-route cell area | `between 0.006 and 0.007 mm^2` |
| Initial antenna violation count | `0` |
| Layout cell share with drive strength beyond 1 | `0.506` |
| Synth warn | `1` |
| Startpoint type of the worst setup path | `input port` |
| Reg area | `0 um^2` |
| Highest-count logic cell in the final layout | `buf_4` |
| # rows | `33` |
| Unrepaired setup endpoints after global routing | `yes` |
| Worst-path cell chain | `buf_8 > inv_8 > ha_4 > and2_4 > o21ai_0 > o211a_1 > a31o_2 > mux4_2 > a22o_1 > buf_2` |
| Hold Crit Class | `in -> out` |
| Core area | `approximately 0.0084 mm^2` |
| Hold Path End | `output_bytes[1]` |
| Diodes inserted | `0` |
| Residual DRC | `0` |
| PortBufs | `16` |
| Setup CP Type | `in -> out` |
| Antenna-violating nets left | `0` |
| Avg Synthesized Cell Area | `6.35 um^2` |
| GPL Wtd Cong | `1.06` |
| Setup crit end kind | `output port` |
| WP data arrival | `~2.5 ns` |
| Met2 routed WL | `8710 um` |
| All-layer global routing usage | `0.477` |
| Ys cells | `558` |
| Largest net degree at the start of global routing | `29` |
| Max IR drop VDD | `0.146 mV` |
| Final wirelength | `21400 um` |
| Leakage | `between 0.002 and 0.0025 uW` |
| DP Worst Slack | `-0.995 ns` |
| Layout area overhead | `71.2%` |
| Mapped Cells | `between 500 and 600` |
| Die width | `96.1 um` |
| Met1 Wirelength | `8130 um` |
| Placed cell count | `797` |
| Top-Level Pins | `16` |
| Synthesized area | `~0.0035 mm^2` |
| Hold Vio Cnt, Final | `0` |
| Clock buffer count | `0` |
| Setup violations, final | `1` |
| Violated checks | `negative setup slack` |
| Hold_sp | `input_bytes[5]` |
| Cell Type Count | `about 66` |
| Vias in the first global route | `5422` |
| Cell Count, Final, Fillers Out | `832` |
| Max Slew Vio Count | `0` |
| Register share after synthesis | `0` |
| CP max-delay cell | `mux4_2` |
| DR iter-0 viols | `880` |
| DR vias | `~6000` |
| Die ar. | `0.00924 mm^2` |
| WL per Instance | `25.7 um` |
| Die Ht | `96.1 um` |
| Crit path max-delay family | `AND-OR/OR-AND gates` |
| Registers | `0` |
| Critical path required time | `2.48 ns` |
| Rel. slew slack | `0.672` |
| CP bufs+invs | `3` |
| Crit share post-route | `1.01` |
| Count of tool warnings | `44` |
| Detailed Routing Iterations Pass 1 | `5` |
| Max Cap Viol | `0` |
| Met3 WL | `3290 um` |
| CP peak stage delay | `0.47 ns` |
| Total grt overflow | `0` |
| Min Tclk post-route | `3.13 ns` |
| Dominant logic cell types in the final layout | `187 x buf_4, 43 x o21ai_0, 35 x nor2_1` |
| Outcome | `complete, but fails checks` |
| Number of vias per cell | `~7` |
| Setup WS post-layout | `-0.0283 ns` |
| Fmax | `roughly 320 MHz` |
| Pwr Density | `178 mW/mm^2` |
cell usage after synthesis (all sizes together), types with 5 or more instances:
master	n	area, um^2
o31ai	9	67.6
and3	9	56.3
o311ai	14	123
clkbuf	30	113
nand3	16	80.1
a311oi	9	78.8
a211oi	18	135
o21ai	59	295
mux4	9	210
o21a	7	52.6
nand2b	18	113
ha	12	150
o211ai	22	165
a211o	9	78.8
nand2	40	150
a221oi	13	114
nor3	24	120
buf	45	275
inv	11	41.3
a2111oi	5	50.0
nor2b	22	145
nor2	43	164
a21oi	42	210
a31oi	11	68.8
metrics by stage:
stage	utilization	power, uW	hold WS [ns]
2_1_floorplan	-	444	1.45
3_3_place_gp	0.596	841	2.33
3_5_place_dp	0.596	841	2.34
4_1_cts	0.695	974	2.00
5_1_grt	0.724	1120	2.07
6_report	0.724	1080	2.01
final cells by class:
cell class                 instances  area [um^2]
inverter                          14         76.3
timing repair buffer             244         2110
tap                              105          131
fill                             592         2320
multi-input combinational        469         3740
report_power, final:
group	switching, uW	internal, uW	total (uW)	leakage, uW
clock network	0	0	0	0
registers	0	0	0	0
logic	576	504	1080	0.00244
total	576	504	1080	0.00244
tightest hold or removal path, stage by stage:
cell and delay, ns:
buf_2 0.13, buf_12 0.17, o31ai_1 0.10, o21ai_1 0.12, a32o_2 0.18, clkbuf_2 0.08
cells by family (layout without fill, tap and decap cells):
family / count (synthesis) / after routing / synth area share
xor gates and xnor gates: 4 / 4 / 0.00989
adders and majority gates: 12 / 12 / 0.0424
and+or+nand+nor: 189 / 189 / 0.267
muxes: 12 / 12 / 0.0681
buffers and inverters: 89 / 258 / 0.124
AOI/OAI and AO/OA: 252 / 252 / 0.488
layer usage:
layer  GRT usage  vias to the layer above
li1            -                     2507
met1       0.650                     2721
met2       0.689                      536
met3       0.167                      132
met4       0.182                        0
met5           0                        -
what timing repair did:
action,4_1_cts,5_1_grt
hold buffers,0,0
buffers inserted,32,3
gates cloned,1,0
resized,178,66
pin swaps,56,43
setup endpoints to repair,8,8
how the worst max path moves through the flow:
stage	start	end	slack, ns	cells after the start
after global routing	input_bytes[0]	output_bytes[3]	-0.05	11
final	input_bytes[1]	output_bytes[6]	-0.03	10
after CTS	input_bytes[1]	output_bytes[2]	-0.08	11
Power and IR drop assume default switching activity.
